===== /design/flow/run.sh =====
#!/bin/bash
# OpenROAD 26Q1-2900-gdf79404cd8, Yosys 0.63+post, stock flow scripts
make -C /OpenROAD-flow-scripts/flow DESIGN_CONFIG=/design/flow/config.mk WORK_HOME=/design/flow/orfs finish

===== /design/flow/config.mk =====
export PLATFORM = sky130hd
export DESIGN_NAME = ControlUnit
export DESIGN_NICKNAME = ControlUnit
export VERILOG_FILES = /design/flow/design.v
export SDC_FILE = /design/flow/constraint.sdc
export NUM_CORES = 4
export LEC_CHECK = 1
export CORE_AREA = 10 10 99 99
export DIE_AREA = 0 0 109 109

===== /design/flow/constraint.sdc =====
current_design ControlUnit

set clk_period 2.6
set clk_io_pct 0.2

create_clock -name clk0 -period $clk_period [get_ports {Clk}]

set non_clock_inputs [all_inputs -no_clocks]
set_input_delay [expr $clk_period * $clk_io_pct] -clock clk0 $non_clock_inputs
set_output_delay [expr $clk_period * $clk_io_pct] -clock clk0 [all_outputs]

===== /design/flow/design.v =====
module ALUControl(
	input[3:0] Opcode,
	input[5:0] Func,
	output reg[3:0] ALUOp
);
	always @ ( Opcode, Func )begin
		case(Opcode)
		4'd4 : ALUOp = 4'b0000;  
		4'd5 : ALUOp = 4'b0011;  
		4'd6 : ALUOp = 4'b1001;  
		4'd7 : ALUOp = 4'b0000;
		4'd8 : ALUOp = 4'b0000;
		4'd15 : begin  
			case(Func)
			6'd0 : ALUOp = 4'b0000;
			6'd1 : ALUOp = 4'b0001;
			6'd2 : ALUOp = 4'b0010;
			6'd3 : ALUOp = 4'b0011;
			6'd4 : ALUOp = 4'b0100;
			6'd5 : ALUOp = 4'b0101;  
			6'd6 : ALUOp = 4'b0110;
			6'd7 : ALUOp = 4'b0111;
			6'd28 : ALUOp = 4'b1000;
			default :   ALUOp = 4'b0000 ;
			endcase		
		end
		default : ALUOp = 4'b0000;		
		endcase
	end
endmodule
module ControlUnit(
    input Clk, 
    input Reset_N, 
    output                      i_readM, 
    output reg                  i_writeM, 
    output reg [16-1:0] i_address,   
    inout      [16-1:0] i_data, 
    input                    c_doneM,
    output                   c_readM, 
    output                   c_writeM, 
    output  [16-1:0] c_address, 
    inout   [16-1:0] c_data,
    output                   d_doneM, 
    output [16-1:0] num_inst, 
    output [16-1:0] output_port, 
    input                   is_halted_dp,
    output reg              is_halted,
    output     [16-1:0] instruction,
    output     [16-1:0] PCSource,
    input      [16-1:0] IF_ID_instruction,
    input                       EX_MEM_MemRead,
    input                       EX_MEM_MemWrite,
    input      [16-1:0] EX_MEM_ALUOut,
    input      [16-1:0] EX_MEM_WriteData,
    output     [16-1:0] EX_MEM_MemData,
    input                       PCWrite,
    input      [16-1:0] PCNext,
    output [ 15 : 0] ControlSig 
);
    wire
        Branch,
        JumptoReg,
        Jump,
        isWWD,
        RegDst,
        ALUSrc,
        MemRead,
        MemWrite,
        MemtoReg,
        RegLink,
        RegWrite; 
    wire [3:0]
        Opcode,
        ALUOp,
        w_ALUOp;
    wire [5:0] Func;
    assign d_doneM = c_doneM;
    assign ControlSig  = { isHalted, Branch, JumptoReg , Jump, isWWD, RegDst, ALUSrc, ALUOp, MemRead, MemWrite, MemtoReg, RegLink, RegWrite };
    assign instruction = i_data;
    assign i_readM     = Reset_N;
    assign PCSource    = i_address;
    always @ ( posedge Clk ) begin
        if( !Reset_N ) begin
            i_writeM  <= 0;
            i_address <= 0;
            is_halted <= 0;
        end
        else begin
            if( PCWrite ) i_address   <= PCNext;
            else          i_address   <= i_address;
            if( is_halted_dp )
                is_halted <= 1;
        end
    end
    assign c_readM   = EX_MEM_MemRead;
    assign c_writeM  = EX_MEM_MemWrite;
    assign c_address = EX_MEM_ALUOut;
    assign c_data    = c_writeM ? EX_MEM_WriteData : 16'bz;
    assign EX_MEM_MemData = c_data;
    assign Opcode   = IF_ID_instruction[15:12];
    assign Func     = IF_ID_instruction[5:0];
    assign isHalted  = ( Opcode == 4'd15 ) && ( Func == 6'd29 );  
    assign Branch    = ( IF_ID_instruction != 0 ) && (( Opcode == 4'd0 ) || ( Opcode == 4'd1 ) || ( Opcode == 4'd2 ) || ( Opcode == 4'd3 ));
    assign JumptoReg = ( Opcode == 4'd15 ) && (( Func == 6'd25 ) || ( Func == 6'd26 ));
    assign Jump      = ( IF_ID_instruction != 0 ) && (( Opcode == 4'd9 ) || ( Opcode == 4'd10 ));
    assign isWWD     = ( Opcode == 4'd15 ) && ( Func == 6'd28 );
    assign RegDst    = ( Opcode == 4'd15 ) ;
    assign ALUSrc    = ( Opcode == 4'd4 ) || ( Opcode == 4'd5 ) || ( Opcode == 4'd6 ) ||
                       ( Opcode == 4'd7 ) || ( Opcode == 4'd8 ) ;
    assign RegLink   = ( Opcode == 4'd10 ) || ( ( Opcode == 4'd15 ) && ( Func == 6'd26 ) );
    assign RegWrite  = ( Opcode == 4'd4 ) || ( Opcode == 4'd5 ) || ( Opcode == 4'd6 ) || ( Opcode == 4'd10 ) || ( Opcode == 4'd7 ) ||
                       ( ( Opcode == 4'd15 ) && ( ( Func == 6'd0 ) || ( Func == 6'd1 ) || ( Func == 6'd2 ) || ( Func == 6'd3 ) ||  
                                                          ( Func == 6'd4 ) || ( Func == 6'd5 ) || ( Func == 6'd6 ) || ( Func == 6'd7 ) || 
                                                          ( Func == 6'd26 ) ) );
    assign MemRead  = ( Opcode == 4'd7 );
    assign MemWrite = ( Opcode == 4'd8 );
    assign MemtoReg = ( Opcode == 4'd7 );
    ALUControl aluc (
        .Opcode( Opcode  ),
        .Func  ( Func    ),
        .ALUOp ( ALUOp   )            
    ); 
endmodule

==> flow_metrics.tcl <==
# implementation run metrics
set metrics [dict create \
    fp_util 0.240 \
    placed_area_um2 2090 \
    fp.dieW_um 109 \
    cts_made_buffers 3 \
    synth-main-ff-cell "dfxtp_1" \
    edf_count 0 \
    outcome "aborted with a tool error" \
    lastStage "global routing (5_1_grt)" \
    topCellsByArea "buf_4 (53%), dfxtp_1 (18%), mux2i_1 (8.6%)" \
    synth_top_area_share 0.535 \
    ctsHoldBuffers 0 \
    cts_htree_levels 1 \
    grt_max_degree 18 \
    ys_seq_frac 0.184 \
    synth.distinct_cells 29 \
    yosysWarningCount 36 \
    cts_sinks 17 \
    yosys-stat-cells 219 \
    post-dp-hpwl_um 3730 \
    largest_area_cell "buf_4" \
    netlist_area_um2 1850 \
    pin_count 237 \
    ys_area_um2 1850 \
    untimed_endpoints 16 \
    synth_async_sr_flop_share 0 \
    tool.error "[ERROR RSZ-0074] Failed to build tree from global routes for pin 'i_data[9]' and net 'i_data[9]' at grid (58650, 3450): found route to 2 pins, expected 1" \
    port_buffers 85 \
    numSynthFlops 17 \
    gp_congestion 0.797 \
    syn_area_per_cell_um2 8.46 \
    synthCells 219 \
    fp-row-count 32 \
    clock-root-buffer "clkbuf_8" \
    clock_path_buffers 2 \
    die_h_um 109 \
]
-- cell usage after synthesis (2+ instances only) --
| library cell | instances |
|---|---|
| buf_4 | 132 |
| nand2_1 | 2 |
| dfxtp_1 | 17 |
| nor2_1 | 2 |
| and3_1 | 3 |
| inv_1 | 2 |
| mux2i_1 | 16 |
| nand2b_1 | 2 |
| nor3_1 | 6 |
| nor2b_1 | 18 |
-- per-stage QoR --
| stage | setup slack, ns | cells | total power [mW] | util |
|---|---|---|---|---|
| global placement | -0.124 | 322 | 0.504 | 0.270 |
| floorplan | 0.773 | 251 | 0.461 | - |
| CTS | 0.0251 | 326 | 0.700 | 0.276 |
| detailed placement | -0.140 | 322 | 0.504 | 0.270 |
-- logic make-up after synthesis --
| logic type | share of synthesized area |
|---|---|
| multiplexers | 0.0864 |
| other | 0.00202 |
| XOR/XNOR | 0.00945 |
| buffers and inverters | 0.544 |
| AND-OR/OR-AND | 0.0385 |
| AND/OR/NAND/NOR | 0.136 |
| flip-flops | 0.184 |
-- repair_timing --
item | in CTS
pin swaps | 1
buffers inserted | 0
setup endpoints to repair | 13
resized | 6
Power and IR drop assume default switching activity.
