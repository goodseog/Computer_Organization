==> flow/run.sh <==
#!/bin/bash
# OpenROAD 26Q1-2900-gdf79404cd8, Yosys 0.63+post, stock flow scripts
make -C /OpenROAD-flow-scripts/flow DESIGN_CONFIG=/design/flow/config.mk WORK_HOME=/design/flow/orfs finish
==> flow/config.mk <==
export PLATFORM = sky130hd
export DESIGN_NAME = NextAddress
export DESIGN_NICKNAME = NextAddress
export VERILOG_FILES = /design/flow/design.v
export SDC_FILE = /design/flow/constraint.sdc
export NUM_CORES = 4
export LEC_CHECK = 1
export CORE_AREA = 10 10 99 99
export DIE_AREA = 0 0 109 109
==> flow/constraint.sdc <==
current_design NextAddress

set clk_period 6.1
set clk_io_pct 0.2

create_clock -name clk0 -period $clk_period

set non_clock_inputs [all_inputs -no_clocks]
set_input_delay [expr $clk_period * $clk_io_pct] -clock clk0 $non_clock_inputs
set_output_delay [expr $clk_period * $clk_io_pct] -clock clk0 [all_outputs]
==> flow/design.v <==
module NextAddress (
    output reg[16-1:0] next_address,
    input[16-1:0] PCSource,
    input signed[16-1:0] rs,
    input[16-1:0] BranchTarget,    
    input[11:0]           JumpTarget,
    input[3:0]            Opcode,
    input[5:0]            Func,
    input                 Zero
);
    always @ (*) begin
        case( Opcode )
        4'd0 :
            if( Zero ) next_address = PCSource + 1;
            else       next_address = PCSource + 1 + BranchTarget;
        4'd1 :
            if( Zero ) next_address = PCSource + 1 + BranchTarget;
            else       next_address = PCSource + 1;
        4'd2 :
            if( rs > 0 ) next_address = PCSource + 1 + BranchTarget;
            else         next_address = PCSource + 1;
        4'd3 : 
            if( rs < 0 ) next_address = PCSource + 1 + BranchTarget;
            else         next_address = PCSource + 1;
        4'd9,
        4'd10 :  next_address = { PCSource[15:12], JumpTarget } ;
        4'd15 :
            if ( Func == 6'd25 | Func == 6'd26 )
                next_address = rs ;
            else
                next_address = PCSource + 1;        
        default : next_address = PCSource + 1;               
        endcase   
    end
endmodule
==> impl_metrics.csv <==
group,metric,value,unit
floorplan,io_pins,87,
timing,rsz0062_at_grt,"no",
route,routed_via_density,5.75,
global_route,grt_pass1_wl,15200,um
worst_setup_path,cpPeakStageDelay,600,ps
route,drc,0,
timing,slew_headroom,50.3,%
final_layout,clock_buffers,0,
pwr,vdd_ir_drop_max,38.3,uV
timing,hold_slack,3340,ps
floorplan,fp_util,28.9,%
place,place_hpwl,8340,um
worst_setup_path,cp-end-kind,"primary output",
final_layout,ff_latch_area,0,sq um
yosys,syn_avg_cell_area,6.79,sq um
timing,tns,0,ps
flow_run,warnings,35,
yosys,synthCells,329,
yosys,top_cells_by_count,"a21oi_1 (29), nand2_1 (29), nor2_1 (26), o21ai_0 (23), ha_1 (19)",
route,wl,9890,um
route,drtAntennaViolNets,0,
worst_setup_path,path_class,"input pin to primary output",
timing,tightest_slew,743,ps
worst_setup_path,cp_max_fo,10,
run_status,status,"completed",
timing,finalSetupViolations,0,
global_route,overflow,0,
yosys,yosys_warnings,1,
worst_setup_path,crit_chain,"clkdlybuf4s50_1 > and4_2 > nand3_1 > nor2_1 > xnor2_2 > ha_2 > a21o_1 > or4_1 > o22ai_1 > xor2_1 > o21ai_1 > clkdlybuf4s50_1",
final_layout,fin_area,3330,sq um
pwr,p_leak,1.29,nW
worst_setup_path,slowest_stage,"clkdlybuf4s50_1",
floorplan,die_h,109,um
timing,fmax,0.169,GHz
floorplan,dieArea,11900,sq um
route,diodes,0,
floorplan,die_x,109,um
place,gp_congestion,0.967,
timing,setup_slack,200,ps
global_route,grt_max_degree,14,
place,dp_slack,87.5,ps
place,io_buffer_count,87,
global_route,grt_usage,15.9,%
worst_setup_path,cp.arrival,4680,ps
yosys,netlist_area,2230,sq um
worst_setup_path,cp_data_required_time,4880,ps
place,postPlaceCellArea,3300,sq um
yosys,yosys.area.top_type,"ha_1",
hold_path,hold_path_class,"input pin to primary output",
final_layout,flops,0,
floorplan,core_area,7730,sq um
final_layout,area_growth,49.1,%
pwr,powerDensity,91.3,nW/um^2
global_route,grt_antenna_before_repair,0,
timing,min_period,5900,ps
worst_setup_path,cp.buffers_inverters,2,
yosys,yosysChipArea,2230,sq um
worst_setup_path,critPathLaunchType,"input pin",
yosys,ys_cells,329,
timing,period_used_share,96.7,%
route,drt_first_pass_iters,5,
route,drtIter0Drc,151,
route,routedWlPerCell,18.9,um
yosys,synthDistinctLibCells,67,
flow_run,cap_violations,0,
worst_setup_path,path_delay_family,"simple AND/OR/NAND/NOR gates",
worst_setup_path,path_common_cell,"clkdlybuf4s50_1",
cts,ctsHoldBuffers,0,
yosys,synth_top_area_share,10.6,%
yosys,top_cells_by_area,"ha_1 (11%), a21oi_1 (6.5%), o21ai_0 (5.2%)",
route,num_vias,3005,
yosys,ys_seq_share,0,%
final_layout,layout-drive-gt1-share,9.26,%
timing,hold_violations,0,
timing,slew_violations,0,
global_route,grt_pass1_vias,2894,
floorplan,num_rows,32,
cells in the final DEF, fill, tap and decap left out, types with 6 or more instances in the layout:
master	instances
clkdlybuf4s50_1	86
nand2_1	29
a21oi_1	28
nor2_1	26
o21ai_0	23
ha_1	17
buf_4	17
nand3_1	16
nor3_1	13
xor2_1	12
inv_1	10
xnor2_1	10
a21o_1	9
o21ai_1	8
o21a_1	8
a221oi_1	6
per-layer routing:
metal | track usage [%] | vias to the layer above | part of all wire (%)
met4 | 3.11 | 0 | 2.5
met1 | 21.6 | 1382 | 43
li1 | - | 1466 | -
met2 | 25.5 | 138 | 46
met5 | 0 | - | 0
met3 | 3.35 | 19 | 9.1
timing repair:
| item | CTS | global route |
|---|---|---|
| setup buffers | 0 | 0 |
| setup endpoints to repair | 0 | 4 |
| gates resized | 0 | 7 |
worst paths after layout:
check | startpoint | cells past startpoint | slack, ps | endpoint
hold / removal | JumpTarget[6] | 4 | 3340 | next_address[6]
setup / recovery | PCSource[4] | 12 | 200 | next_address[13]
final cells by class:
type / count / area (sq um)
repair buffers: 104 / 1000
inverters: 10 / 37.5
well taps: 102 / 128
multi-input cells: 307 / 2160
fillers: 791 / 4400
power by group:
part	total (mW)	internal (mW)	switching (mW)
Clock	0	0	0
Combinational	0.304	0.156	0.148
Sequential	0	0	0
kinds of logic (layout without fill, tap and decap cells):
logic type / count (synthesis) / after routing / share of synthesized area (%)
AOI/OAI and AO/OA: 135 / 135 / 41.9
and+or+nand+nor: 122 / 122 / 29.7
xor gates and xnor gates: 26 / 26 / 10.5
buffers and inverters: 22 / 114 / 4.48
adders and majority gates: 20 / 20 / 11.5
muxes: 4 / 4 / 1.85
per-stage QoR:
stage,cells,utilization (%),power (mW)
final,523,43.1,0.304
after floorplan,329,-,0.159
after global routing,523,43.1,0.332
after global placement,523,42.7,0.298
after CTS,523,42.7,0.300
after detailed placement,523,42.7,0.298
Power and IR drop assume default switching activity.
